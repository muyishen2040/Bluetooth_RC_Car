==> flow/design.v <==
`timescale 1ns / 1ps
module debounce(db, clk, in);
input clk, in;
output db;
reg [3:0]DFF;
always@(posedge clk) begin
    DFF[3:1] <= DFF[2:0];
    DFF[0] <= in;
end
assign db = &DFF;
endmodule
module one_pulse(op, clk, in);
input clk, in;
output reg op;
reg delay;
always@(posedge clk) begin
    delay <= in;
    op <= (!delay)&in;
end
endmodule
module clk_divider#(parameter N = 5, parameter MAX = 20)(dclk, clk, reset);
input clk, reset;
output reg dclk;
reg next_dclk;
reg [N-1:0] counter;
reg [N-1:0] next_counter;
always@(posedge clk) begin
    if(reset==1'b1) begin
        counter <= 0;
        dclk <= 1'b1;
    end
    else begin
        counter <= next_counter;
        dclk <= next_dclk;
    end
end
always@(*) begin
    if(counter==MAX-1) begin
        next_dclk = 1'b1;
        next_counter = 0;         
    end
    else begin
        next_dclk = 1'b0;
        next_counter = counter + 1;
    end
end
endmodule
module seven_segment(instruction, an, seg);
input [7:0] instruction;
output reg [3:0] an;
output reg [6:0] seg;
parameter UP = 8'b00001000, DN = 8'b00000100, LF = 8'b00000010, RT = 8'b00000001; 
parameter UL = 8'b00001010, UR = 8'b00001001, DL = 8'b00000110, DR = 8'b00000101;
parameter WAVE = 8'b00011010, CIRCLE = 8'b00011001, PIUPIU = 8'b00010000, IDLE = 8'b00000000;
always@(*) begin
    case(instruction)
        IDLE: seg = 7'b0100011;
        WAVE: seg = 7'b0000110;
        CIRCLE: seg = 7'b0011100;
        PIUPIU: seg = 7'b0001100;
        UP: seg = 7'b1011100;
        DN: seg = 7'b1100011;
        LF: seg = 7'b1000110;
        RT: seg = 7'b1110000;
        UL: seg = 7'b1011110;
        UR: seg = 7'b1111100;
        DL: seg = 7'b1100111;
        DR: seg = 7'b1110011;
        default: seg = 7'b0111111;
    endcase
    an = 4'b0000;
end 
endmodule
module UART_Slave(clk, reset, turn_angle,  UART_RX, UART_TX, seg, an, motor, check_motor, check_duty, servo_pwm);
input clk, reset, UART_RX;
input [2:0] turn_angle;
output UART_TX;
output [3:0] an;
output [6:0] seg;
output [3:0] motor;
output [3:0] check_motor;
output [6:0] check_duty;
output servo_pwm;
wire [7:0] instruction;
wire [7:0] instruction_state;
wire db_rst, op_rst;
debounce db1(db_rst, clk, reset);
one_pulse op1(op_rst, clk, db_rst);
wire UART_clk;
clk_divider #(.N(10), .MAX(650)) cd1 (
    .dclk(UART_clk), 
    .clk(clk), 
    .reset(op_rst)
    );
UART_RXD slave_rx(
    .clk(clk),
    .UART_clk(UART_clk), 
    .UART_RX(UART_RX), 
    .reset(op_rst), 
    .instruction(instruction)
    );
assign UART_TX = 1'b1;
assign instruction_state[7:5] = 3'b0;
seven_segment ss1(instruction_state, an, seg);
motor m1(
    .clk(clk), 
    .rst(op_rst), 
    .turn_angle(turn_angle), 
    .instruction(instruction[4:0]), 
    .motor(motor), 
    .check(check_motor), 
    .servo_pwm(servo_pwm), 
    .check_duty(check_duty), 
    .instruction_state(instruction_state[4:0])
    );
endmodule
module Direction_Hold(clk, reset, turn_clk, instruction, hold_left_right);
input clk, reset, turn_clk;
input [3:0] instruction;
output reg [1:0] hold_left_right;
reg [1:0] next_hold;
reg been_changed, next_been_changed;
always@(posedge clk) begin
    if(reset==1'b1) begin
        been_changed <= 1'b0;
        hold_left_right <= 2'b00;
    end
    else begin
        if(turn_clk==1'b1) begin
            hold_left_right <= next_hold;
            been_changed <= 1'b0;
        end
        else begin
            hold_left_right <= hold_left_right;
            been_changed <= next_been_changed;
        end
    end
end
always@(*) begin
    if(been_changed==1'b0) begin
        case(instruction[1:0])
            2'b10: begin 
                next_hold = 2'b10;
                next_been_changed = 1'b1;
            end
            2'b01: begin 
                next_hold = 2'b01;
                next_been_changed = 1'b1;
            end
            default: begin 
                next_hold = 2'b00;
                next_been_changed = 1'b0;
            end
        endcase
    end
    else begin
        next_been_changed = been_changed;
    end
end
endmodule
module UART_RXD(clk, UART_clk, UART_RX, reset, instruction);
input clk, UART_clk, UART_RX, reset;
output reg [7:0] instruction;
reg [7:0] next_instruction;
parameter WAIT = 2'b00, START = 2'b01, REC = 2'b10, STOP = 2'b11;
parameter CNT_HOLD_MAX = 10'd640;
reg [1:0] state, next_state;
reg [7:0] data, next_data;
reg [4:0] count, next_count;
reg [3:0] cnt_in, next_cnt_in;
reg [9:0] cnt_hold, next_cnt_hold;
reg hold_valid, next_hold_valid;
always@(posedge clk) begin
    if(reset==1'b1) begin
        state <= WAIT;
        data <= 8'd0;
        count <= 5'd0;
        cnt_in <= 4'd0;
        instruction <= 8'd0;
        cnt_hold <= 10'd0;
        hold_valid <= 1'b0;
    end
    else begin
        state <= next_state;
        data <= next_data;
        count <= next_count;
        cnt_in <= next_cnt_in;
        instruction <= next_instruction;
        cnt_hold <= next_cnt_hold;
        hold_valid <= next_hold_valid;
    end
end
always@(*) begin
    case(state) 
        WAIT: begin
            if(UART_RX==1'b0) begin
                next_state = START;
            end
            else begin
                next_state = WAIT;
            end
            next_data = 8'd0;
            next_count = 5'd0;
            next_cnt_in = 4'd0;
        end
        START: begin
            if(count==5'b01000) begin
                next_state = REC;
                next_data = 8'd0;
                next_count = 5'd0;
                next_cnt_in = 4'd0;
            end
            else begin
                next_state = START;
                next_data = 8'd0;
                if(UART_clk==1'b1) begin
                    next_count = count + 5'd1;
                end
                else begin
                    next_count = count;
                end
                next_cnt_in = 4'd0;
            end
        end
        REC: begin
                if(cnt_in==4'b1000) begin
                    next_state = STOP;
                    next_data = data;
                    next_count = 5'd0;
                    next_cnt_in = 4'd0;
                end
                else begin
                    if(count==5'b10000) begin
                        next_state = REC;
                        next_data = {data[6:0], UART_RX};
                        next_count = 5'd0;
                        next_cnt_in = cnt_in + 4'd1;
                    end
                    else begin
                        if(UART_clk==1'b1) begin
                            next_state = REC;
                            next_data = data;
                            next_count = count + 5'd1;
                            next_cnt_in = cnt_in;
                        end
                        else begin
                            next_state = REC;
                            next_data = data;
                            next_count = count;
                            next_cnt_in = cnt_in;
                        end
                    end
                end
        end
        STOP: begin
            if(count==5'd24) begin
                next_state = WAIT;
                next_data = 8'd0;
                next_count = 5'd0;
                next_cnt_in = 4'd0;
            end
            else begin
                next_state = STOP;
                next_data = data;
                next_cnt_in = cnt_in;
                if(UART_clk==1'b1) begin
                   next_count = count +5'd1;
                end
                else begin
                    next_count = count;
                end
            end
        end
    endcase
end
always@(*) begin
    if(state==STOP) begin
        next_cnt_hold = 10'd0;
        next_hold_valid = 1'b1;
        next_instruction = data;
    end
    else begin
        if(hold_valid==1'b1) begin
            if(cnt_hold==CNT_HOLD_MAX) begin
                next_cnt_hold = 10'd0;
                next_hold_valid=1'b0;
                next_instruction = 8'd0;
            end
            else begin 
                if(UART_clk==1'b1) begin
                    next_cnt_hold = cnt_hold + 10'd1;
                end
                else begin
                   next_cnt_hold = cnt_hold;
                end
                next_hold_valid = 1'b1;
                next_instruction = instruction;
            end
        end
        else begin
            next_cnt_hold = 10'd0;
            next_hold_valid = 1'b0;
            next_instruction = 8'd0;
        end
    end
end
endmodule
==> flow/run.sh <==
#!/bin/bash
# OpenROAD 26Q1-2900-gdf79404cd8, Yosys 0.63+post, stock flow scripts
make -C /OpenROAD-flow-scripts/flow DESIGN_CONFIG=/design/flow/config.mk WORK_HOME=/design/flow/orfs finish
==> flow/config.mk <==
export PLATFORM = sky130hd
export DESIGN_NAME = UART_RXD
export DESIGN_NICKNAME = UART_RXD
export VERILOG_FILES = /design/flow/design.v
export SDC_FILE = /design/flow/constraint.sdc
export NUM_CORES = 4
export LEC_CHECK = 1
export CORE_UTILIZATION = 40
==> flow/constraint.sdc <==
current_design UART_RXD

set clk_period 2.7
set clk_io_pct 0.2

create_clock -name clk0 -period $clk_period [get_ports {clk}]

set non_clock_inputs [all_inputs -no_clocks]
set_input_delay [expr $clk_period * $clk_io_pct] -clock clk0 $non_clock_inputs
set_output_delay [expr $clk_period * $clk_io_pct] -clock clk0 [all_outputs]
==> flow_metrics.tcl <==
# yosys + openroad results
set metrics [dict create \
    cts_setup_buffers 0 \
    critPathArrivalTime_ns 2.13 \
    final_cells 254 \
    post_drt_wl_per_cell_um 13.3 \
    final-hold-violation-count 0 \
    p_total_mw 1.02 \
    min_path_type "reg2reg" \
    die_w_um 68.4 \
    slew_headroom 0.612 \
    area_growth_pct 13.6 \
    rsz0062_at_grt "false" \
    grt_pass1_vias 1282 \
    synth_seq_share 0.454 \
    postLayoutSetupSlackWorst_ns 0.784 \
    ant_nets 0 \
    via_count 1420 \
    path_clk_slew_ns 0.07 \
    dieArea_um2 4680 \
    final_layout_size_suffix_gt1_frac 0.0637 \
    grt_pass1_wl_um 5790 \
    fmax_ghz 0.522 \
    finalCritPeriodShare 0.710 \
    ios 12 \
    cts-root-buf "clkbuf_8" \
    vias_per_cell 5.59 \
    comb_area_um2 892 \
    crit_fanout 13 \
    status "finished, final reports clean" \
    clk_latency_ns 0.29 \
    place_ws_ns 0.664 \
    numCtsBuffers 5 \
    fill_cells 374 \
    hp-start "instruction[3]$_SDFFE_PP0P_" \
    p_leak_nw 0.658 \
    die_h_um 68.4 \
    skew_ns 0.00385 \
    initCoreUtil 0.429 \
    ys_warn_count 1 \
    portBuffers 11 \
    cts_max_level 2 \
    antenna_found_initial 0 \
    clock-sinks 40 \
    startpoint "count[0]$_SDFF_PP0_" \
    worstSetupPathType "reg2reg" \
    num_antenna_cells 0 \
    finalMaxSlewViolations 0 \
    ys_chip_area_um2 1760 \
    cp-end-kind "register" \
    setup_viol 0 \
    first_iter_violations 180 \
    vdd_ir_drop_max_mv 0.358 \
    syn_inst 191 \
    worstPathRequired_ns 2.92 \
    cts_tree "done" \
    totalWireLength_um 3390 \
    rows 23 \
    core_area_um2 4120 \
    routabilityCongestion 0.896 \
    setup-tns-final_ns 0 \
    tool_warnings 28 \
    powerDensity_nw_per_um2 507 \
    maxCapViolCount 0 \
    hpwl_um 2310 \
    tightest_slew_ns 0.580 \
    syn_area_per_cell_um2 9.24 \
    holdBufCountCts 0 \
    cts_resized 0 \
    yosysUniqueCellTypes 37 \
    globalRouteTotalUtil 0.165 \
    dr.pass1.iters 4 \
    remaining_drc_errors 0 \
    dp.cells 246 \
    syn_area_um2 1760 \
    setup.worst_path.start_class "register" \
    grt-ovfl-total 0 \
    synth-seq-cells 40 \
    ys_cells 191 \
    min_period_ns 1.92 \
    clockBufferDepth 2 \
    regArea_um2 801 \
    grt_max_degree 20 \
    r2r_start "count[0]$_SDFF_PP0_" \
]
==> where the power goes <==
group | total [mW] | leakage [nW] | switching, mW | internal [mW]
logic | 0.0268 | 0.290 | 0.0148 | 0.0120
clock network | 0.395 | 0.0455 | 0.187 | 0.208
registers | 0.595 | 0.323 | 0.00241 | 0.593
==> cells in the mapped netlist <==
master / instances / area [um^2]
o311ai_4: 1 / 26.3
ha_1: 6 / 75.1
nand2b_1: 2 / 12.5
or4_4: 1 / 11.3
a31oi_1: 4 / 25.0
inv_1: 9 / 33.8
buf_2: 3 / 15.0
or3b_2: 1 / 8.76
a32oi_1: 6 / 52.6
xnor2_1: 7 / 61.3
o21bai_1: 1 / 7.51
and2_1: 1 / 6.26
dfxtp_1: 40 / 801
a21oi_1: 9 / 45.0
nor2_2: 1 / 6.26
nand3b_1: 1 / 7.51
o21ai_0: 1 / 5.00
a221o_1: 1 / 10.0
and3b_1: 2 / 17.5
nand4_1: 5 / 31.3
o211ai_1: 2 / 15.0
and3_1: 1 / 6.26
and4b_1: 2 / 20.0
mux2i_1: 3 / 30.0
a221oi_2: 1 / 15.0
or3_1: 2 / 12.5
buf_4: 1 / 7.51
nor4_1: 1 / 6.26
o31ai_1: 1 / 7.51
nand3_1: 13 / 65.1
xor2_1: 6 / 52.6
or4_1: 2 / 15.0
nand2_1: 16 / 60.1
clkbuf_1: 4 / 15.0
nor2_1: 18 / 67.6
nor3_1: 8 / 40.0
a22o_1: 8 / 70.1
==> registers in the layout (all words and copies together), names as in the netlist <==
register,flops
cnt_hold,10
data,8
instruction,8
count,5
cnt_in,4
state,4
hold_valid,1
==> cell families after synthesis <==
family,count (synthesis),synth area share
AND-OR/OR-AND,35,0.158
AND/OR/NAND/NOR,77,0.223
flip-flops,40,0.454
buffers and inverters,17,0.0404
adder cells (fa/ha/maj),6,0.0426
multiplexers,3,0.0170
XOR/XNOR,13,0.0645
==> placed cells by master, fill, tap and decap left out, drive strengths merged, types with 7 or more instances in the layout <==
cell	n
dfxtp	40
nor2	19
nand2	16
nand3	13
clkdlybuf4s50	11
inv	9
a21oi	9
nor3	8
a22o	8
clkbuf	8
xnor2	7
==> routing by layer <==
metal / routed length (um) / GRT usage
met5: 0 / 0
met4: 63 / 0.0417
met3: 124 / 0.0287
met2: 1500 / 0.249
met1: 1690 / 0.249
==> cell type report <==
| type | count | area share |
|---|---|---|
| flip-flops and latches | 40 | 0.400 |
| multi-input cells | 134 | 0.445 |
| repair buffers | 13 | 0.0624 |
| well taps | 50 | 0.0312 |
| inverters | 9 | 0.0169 |
| clock buffers | 8 | 0.0449 |
==> metrics by stage <==
step | instance area (um^2) | hold slack, ns | utilization
global route | 2000 | 0.499 | 0.487
CTS | 2000 | 0.483 | 0.487
floorplan | 1760 | 0.426 | -
detailed placement | 1910 | 0.466 | 0.465
global placement | 1910 | 0.462 | 0.465
finish | 2000 | 0.478 | 0.487
==> final timing paths <==
check                           endpoint  slack (ns)  cells past startpoint
min reg2reg  instruction[3]$_SDFFE_PP0P_        0.48                      1
max reg2reg       cnt_in[2]$_SDFFE_PP0P_        0.78                      6
max               cnt_in[2]$_SDFFE_PP0P_        0.78                      6
min          instruction[3]$_SDFFE_PP0P_        0.48                      1
==> worst max-delay path, stage by stage (launching register included) <==
cell     delay (ns)
dfxtp_1        0.36
inv_1          0.07
ha_1           0.17
and3b_1        0.21
nand2_1        0.30
or4_1          0.56
a31oi_1        0.17
Power figures rest on the tool's default switching activity, not on a simulated workload.
