==> /design/flow/design.v <==
module VGA_display(
   input clk,
   input rst,
   input [3:0] direction,
   input mode,
   output [3:0] vgaRed,
   output [3:0] vgaGreen,
   output [3:0] vgaBlue,
   output hsync,
   output vsync
    );
    wire [11:0] data;
    wire clk_25MHz;
    wire clk_22;
    wire [14:0] pixel_pto_addr; 
    wire [11:0] pixel_w_addr, pixel_a_addr, pixel_s_addr, pixel_d_addr;
    wire [11:0] pixel_on_addr, pixel_off_addr;
    wire [11:0] pixel_wave_addr, pixel_circle_addr, pixel_music_addr, pixel_pui_addr;
    wire [11:0] pixel_on, pixel_off;
    wire [11:0] pixel_pto, pixel_bgnd;
    wire [11:0] pixel_w, pixel_a, pixel_s, pixel_d;
    wire [11:0] pixel_wave, pixel_circle, pixel_music, pixel_pui;
    wire [11:0] pixel_out;
    wire valid;
    wire [9:0] h_cnt;  
    wire [9:0] v_cnt;   
    assign {vgaRed, vgaGreen, vgaBlue} = (valid==1'b1) ? pixel_out:12'h0;
     clock_divisor clk_wiz_0_inst(
      .clk(clk),
      .clk1(clk_25MHz),
      .clk22(clk_22)
    );
    mem_addr_gen mem_addr_gen_inst(
    .h_cnt(h_cnt),
    .v_cnt(v_cnt),
    .pixel_addr(pixel_pto_addr)
    );
    blk_mem_gen_0_inst blk_mem_gen_0_inst(
      .clka(clk_25MHz),
      .wea(0),
      .addra(pixel_pto_addr),
      .dina(data[11:0]),
      .douta(pixel_pto)
    ); 
    mem_addr_gen_WASD #(.v_start(280), .v_end(330), .h_start(100), .h_end(150)) magw (h_cnt, v_cnt, pixel_w_addr);
    mem_addr_gen_WASD #(.v_start(330), .v_end(380), .h_start(50), .h_end(100)) maga (h_cnt, v_cnt, pixel_a_addr);
    mem_addr_gen_WASD #(.v_start(330), .v_end(380), .h_start(100), .h_end(150)) mags (h_cnt, v_cnt, pixel_s_addr);
    mem_addr_gen_WASD #(.v_start(330), .v_end(380), .h_start(150), .h_end(200)) magd (h_cnt, v_cnt, pixel_d_addr);
    mem_addr_gen_WASD #(.v_start(80), .v_end(110), .h_start(430), .h_end(530)) magon (h_cnt, v_cnt, pixel_on_addr);
    mem_addr_gen_WASD #(.v_start(80), .v_end(110), .h_start(430), .h_end(530)) magoff (h_cnt, v_cnt, pixel_off_addr);
    mem_addr_gen_WCMP #(.v_start(150), .v_end(270), .h_start(320), .h_end(440)) magwave (h_cnt, v_cnt, pixel_wave_addr);
    mem_addr_gen_WCMP #(.v_start(150), .v_end(270), .h_start(460), .h_end(580)) magcircle (h_cnt, v_cnt, pixel_circle_addr);
    mem_addr_gen_WCMP #(.v_start(300), .v_end(420), .h_start(320), .h_end(440)) magmusic (h_cnt, v_cnt, pixel_music_addr);
    mem_addr_gen_WCMP #(.v_start(300), .v_end(420), .h_start(460), .h_end(580)) magpui (h_cnt, v_cnt, pixel_pui_addr);
    blk_mem_gen_w bmgw(
      .clka(clk_25MHz),
      .wea(0),
      .addra(pixel_w_addr),
      .dina(data[11:0]),
      .douta(pixel_w)
    ); 
    blk_mem_gen_a bmga(
      .clka(clk_25MHz),
      .wea(0),
      .addra(pixel_a_addr),
      .dina(data[11:0]),
      .douta(pixel_a)
    );
    blk_mem_gen_s bmgs(
      .clka(clk_25MHz),
      .wea(0),
      .addra(pixel_s_addr),
      .dina(data[11:0]),
      .douta(pixel_s)
    );  
    blk_mem_gen_d bmgd(
      .clka(clk_25MHz),
      .wea(0),
      .addra(pixel_d_addr),
      .dina(data[11:0]),
      .douta(pixel_d)
    ); 
    blk_mem_gen_on bmgon(
      .clka(clk_25MHz),
      .wea(0),
      .addra(pixel_on_addr),
      .dina(data[11:0]),
      .douta(pixel_on)
    ); 
    blk_mem_gen_off bmgoff(
      .clka(clk_25MHz),
      .wea(0),
      .addra(pixel_off_addr),
      .dina(data[11:0]),
      .douta(pixel_off)
    ); 
    blk_mem_gen_wave bmgwave(
      .clka(clk_25MHz),
      .wea(0),
      .addra(pixel_wave_addr),
      .dina(data[11:0]),
      .douta(pixel_wave)
    );
    blk_mem_gen_circle bmgcircle(
      .clka(clk_25MHz),
      .wea(0),
      .addra(pixel_circle_addr),
      .dina(data[11:0]),
      .douta(pixel_circle)
    );
    blk_mem_gen_music bmgmusic(
      .clka(clk_25MHz),
      .wea(0),
      .addra(pixel_music_addr),
      .dina(data[11:0]),
      .douta(pixel_music)
    );
    blk_mem_gen_pui bmgpui(
      .clka(clk_25MHz),
      .wea(0),
      .addra(pixel_pui_addr),
      .dina(data[11:0]),
      .douta(pixel_pui)
    );
    pixel_gen pg1(valid, h_cnt, v_cnt, pixel_bgnd);
    vga_controller   vga_inst(
      .pclk(clk_25MHz),
      .reset(rst),
      .hsync(hsync),
      .vsync(vsync),
      .valid(valid),
      .h_cnt(h_cnt),
      .v_cnt(v_cnt)
    );
     page_ctrl pgc(pixel_out, h_cnt, v_cnt, pixel_pto, pixel_bgnd, pixel_w, pixel_a, pixel_s, pixel_d, pixel_on, pixel_off,
      pixel_wave, pixel_circle, pixel_music, pixel_pui, direction, mode);
endmodule
module page_ctrl(pixel_out, h_cnt, v_cnt, pixel_pto, pixel_bgnd, pixel_w, pixel_a, pixel_s, pixel_d, pixel_on, pixel_off,
pixel_wave, pixel_circle, pixel_music, pixel_pui, direction, mode);
input [9:0] h_cnt, v_cnt;
input [11:0] pixel_pto, pixel_bgnd, pixel_w, pixel_a, pixel_s, pixel_d,  pixel_on, pixel_off;
input [11:0] pixel_wave, pixel_circle, pixel_music, pixel_pui;
input [3:0] direction;
input mode;
output reg [11:0] pixel_out;
always@(*) begin
    if(v_cnt>=60&&v_cnt<220) begin
        if(v_cnt>=80&&v_cnt<110) begin
            if(h_cnt>=60&&h_cnt<240) begin
                pixel_out = pixel_pto;
            end
            else begin
                if(h_cnt>=430&&h_cnt<530) begin
                    if(mode==1'b0) pixel_out = pixel_off;
                    else pixel_out = pixel_on;
                end
                else begin
                    pixel_out = pixel_bgnd;
                end
            end    
        end
        else if(v_cnt>=150&&v_cnt<220) begin
            if(h_cnt>=60&&h_cnt<240) begin
                pixel_out = pixel_pto;
            end
            else if(h_cnt>=320&&h_cnt<440) begin
                pixel_out = pixel_wave;
            end
            else if(h_cnt>=460&&h_cnt<580) begin
                pixel_out = pixel_circle;
            end
            else begin
                pixel_out = pixel_bgnd;
            end
        end
        else begin
            if(h_cnt>=60&&h_cnt<240) begin
                pixel_out = pixel_pto;
            end
            else begin
                pixel_out = pixel_bgnd;
            end
        end
    end
    else if(v_cnt>=220&&v_cnt<270) begin
        if(h_cnt>=320&&h_cnt<440) begin
            pixel_out = pixel_wave;
        end
        else if(h_cnt>=460&&h_cnt<580) begin
            pixel_out = pixel_circle;
        end
        else begin
            pixel_out = pixel_bgnd;
        end
    end
    else if(v_cnt>=280&&v_cnt<330) begin
        if(v_cnt>=300&&v_cnt<330) begin
            if(h_cnt>=100&&h_cnt<150) begin
                if(direction[3]==1'b1)
                    pixel_out = 12'h888;
                else
                    pixel_out = pixel_w;
            end
            else if(h_cnt>=320&&h_cnt<440) begin
                pixel_out = pixel_music;
            end
            else if(h_cnt>=460&&h_cnt<580) begin
                pixel_out = pixel_pui;
            end
            else begin
                pixel_out = pixel_bgnd;
            end
        end
        else begin
            if(h_cnt>=100&&h_cnt<150) begin
                if(direction[3]==1'b1)
                    pixel_out = 12'h888;
                else
                    pixel_out = pixel_w;
            end
            else begin
                pixel_out = pixel_bgnd;
            end
        end
    end
    else if(v_cnt>=330&&v_cnt<380) begin
        if(h_cnt>=50&&h_cnt<100) begin
            if(direction[1]==1'b1)
                pixel_out = 12'h888;
            else
                pixel_out = pixel_a;
        end
        else if(h_cnt>=100&&h_cnt<150) begin
            if(direction[2]==1'b1)
                pixel_out = 12'h888;
            else
                pixel_out = pixel_s;
        end
        else if(h_cnt>=150&&h_cnt<200) begin
            if(direction[0]==1'b1)
                pixel_out = 12'h888;
            else
                pixel_out = pixel_d;
        end
        else if(h_cnt>=320&&h_cnt<440) begin
            pixel_out = pixel_music;
        end
        else if(h_cnt>=460&&h_cnt<580) begin
            pixel_out = pixel_pui;
        end
        else begin
            pixel_out = pixel_bgnd;
        end
    end
    else if(v_cnt>=380&&v_cnt<420) begin
        if(h_cnt>=320&&h_cnt<440) begin
            pixel_out = pixel_music;
        end
        else if(h_cnt>=460&&h_cnt<580) begin
            pixel_out = pixel_pui;
        end
        else begin
            pixel_out = pixel_bgnd;
        end
    end
    else 
        pixel_out = pixel_bgnd;
end
endmodule
==> /design/flow/run.sh <==
#!/bin/bash
# OpenROAD 26Q1-2900-gdf79404cd8, Yosys 0.63+post, stock flow scripts
make -C /OpenROAD-flow-scripts/flow DESIGN_CONFIG=/design/flow/config.mk WORK_HOME=/design/flow/orfs finish
==> /design/flow/config.mk <==
export PLATFORM = sky130hd
export DESIGN_NAME = page_ctrl
export DESIGN_NICKNAME = page_ctrl
export VERILOG_FILES = /design/flow/design.v
export SDC_FILE = /design/flow/constraint.sdc
export NUM_CORES = 4
export LEC_CHECK = 1
export CORE_UTILIZATION = 40
==> /design/flow/constraint.sdc <==
current_design page_ctrl

set clk_period 12.2
set clk_io_pct 0.2

create_clock -name clk0 -period $clk_period

set non_clock_inputs [all_inputs -no_clocks]
set_input_delay [expr $clk_period * $clk_io_pct] -clock clk0 $non_clock_inputs
set_output_delay [expr $clk_period * $clk_io_pct] -clock clk0 [all_outputs]
==> summary.rpt <==
PHYSICAL IMPLEMENTATION REPORT
----------------------------------------------------
[Layout]
  Util after Layout ........................ 69.7%
  Share of cells above drive strength 1 ........................ 3.71%
  Filler instances ........................ 524
  Layout overhead on the synthesized area ........................ 65.9%
  Post-Layout Cell Count ........................ 670
  Count of clock buffers in the final design ........................ 0
  FF+latch count ........................ 0
  Sequential cell area ........................ 0 um^2

[Yosys]
  Part of the Yosys area used for sequential elements ........................ 0%
  Mean Syn Cell Area ........................ 6.12 um^2
  Cells after Synth ........................ 443
  Cells taking the most area after synthesis ........................ sky130_fd_sc_hd__a21oi_1 7.2%, sky130_fd_sc_hd__nand2_1 6.4%, sky130_fd_sc_hd__nor2_1 5.8%
  Post-synthesis cell type with the largest instance count ........................ sky130_fd_sc_hd__nand2_1
  Largest area contributor in the netlist ........................ sky130_fd_sc_hd__a21oi_1
  Fraction of synthesized cell area taken by the top area cell type ........................ 7.20%
  Post-Syn Area ........................ 2710 um^2
  Total of warnings raised by yosys ........................ 1
  Yosys stat area ........................ 2710 um^2
  Distinct lib cells ........................ 69
  Leading post-synthesis cells by instance count ........................ 46 x sky130_fd_sc_hd__nand2_1, 42 x sky130_fd_sc_hd__nor2_1, 39 x sky130_fd_sc_hd__a21oi_1, 28 x sky130_fd_sc_hd__o21ai_0
  Cells in synth_stat.txt ........................ 443

[Min path]
  Number of stages on the worst hold path ........................ 4
  Worst hold path endpoint ........................ pixel_out[5]
  Worst min-delay path startpoint ........................ pixel_pto[5]
  Type of the tightest min-delay check ........................ in2out

[Setup path]
  Critical path start-end classification ........................ in2out
  Arrival time at the worst endpoint ........................ 6260 ps
  Startpoint kind of the worst setup timing path ........................ input pin
  Crit path DRT ........................ 9760 ps
  Crit-path max FO ........................ 14
  Critical Path End Type ........................ primary output

[Power and ir drop]
  Static Leakage ........................ 0.00159 uW
  Power after layout ........................ 153 uW
  Cell Pwr Density ........................ 34.0 nW/um^2
  Worst vdd rail ir drop ........................ 0.0000238 V

[Timing]
  Final cycle utilization of the critical path ........................ 71.3%
  Final total negative setup slack ........................ 0 ps
  Final tally of max-slew violations ........................ 0
  Final-report setup violation count ........................ 0
  Final worst-path setup slack ........................ 3500 ps
  Unrepaired setup endpoints after global routing ........................ false
  Tightest Pin Transition ........................ 805 ps
  Final hold violation count ........................ 0
  Minimum period implied by the final worst setup slack ........................ 8700 ps
  Worst relative slew slack ........................ 46.1%
  Maximum achievable frequency ........................ 115 MHz

[Clocking]
  Count of hold-fix buffers inserted at cts ........................ 0
  Resize count post-CTS ........................ 0
  Setup fix buffers added after clock tree synthesis ........................ 0

[Global route]
  Vias in the first global route ........................ 3882
  Overall track demand over capacity in global routing ........................ 34.4%
  Global-route wire length before repair ........................ 19600 um
  Leftover overflow at the end of global routing ........................ 0
  Maximum number of pins on one net before global-route repair ........................ 47
  Antenna violations before repair ........................ 0

[Floorplan]
  Core region area ........................ 6460 um^2
  Fp util ........................ 42.0%
  Die outline height ........................ 84.4 um
  Die outline width ........................ 84.4 um
  Die ar. ........................ 7110 um^2
  Ports ........................ 181
  FP Rows ........................ 29

[Placed design]
  Placed wire-length estimate ........................ 10400 um
  Placed Cells ........................ 670
  Routability congestion estimate from global placement ........................ 0.991
  Worst Setup Slack post-DPL ........................ 3580 ps
  Count of port buffers added during placement ........................ 179

[Routing]
  Number of routed nets with antenna violations ........................ 0
  Detailed-route via count ........................ 4359
  Final antenna diode count ........................ 0
  Mean number of vias per cell ........................ 6.51
  Detailed router's first-iteration violation count ........................ 436
  WL per Instance ........................ 18.7 um
  First drt pass iteration count ........................ 23
  Final Routed Wirelength ........................ 12600 um
  DRC violation count after routing ........................ 0

[Run]
  Number of max-cap violations ........................ 0
  Total number of warnings across the stage logs ........................ 35

[Status]
  Outcome ........................ finished clean

----------------------------------------------------
==> how the worst max path moves through the flow <==
stage	slack (ps)	start	to
CTS	3540	h_cnt[5]	pixel_out[2]
finish	3500	h_cnt[5]	pixel_out[2]
global route	3210	h_cnt[5]	pixel_out[2]
==> routing by layer <==
metal	GRT usage [%]	part of all wire [%]	vias to the layer above
li1	-	-	2092
met1	47.8	40	1927
met2	56.7	45	324
met3	7.07	13	16
met4	4.93	1.0	0
met5	0	0	-
==> cell families after synthesis <==
family | after synthesis | share of synthesized area, %
simple gates | 164 | 29.4
buf+inv | 45 | 6.87
mux | 14 | 5.30
xor+xnor | 2 | 0.646
compound gates | 218 | 57.8
==> through the flow <==
stage	area (um^2)	hold WS (ps)
2_1_floorplan	2710	4940
3_3_place_gp	4500	5840
4_1_cts	4500	5840
3_5_place_dp	4500	5840
6_report	4500	5840
5_1_grt	4500	5890
==> cell type report <==
| type | count | area (um^2) | area share, % |
|---|---|---|---|
| multi-input cells | 398 | 2530 | 56.1 |
| repair buffers | 186 | 1840 | 41.0 |
| well taps | 77 | 96.3 | 2.14 |
| inverters | 9 | 33.8 | 0.751 |
==> cell usage in the layout, fill, tap and decap left out, types with 4 or more instances in the layout <==
master / instances
sky130_fd_sc_hd__o31a_1: 6
sky130_fd_sc_hd__a211o_1: 7
sky130_fd_sc_hd__buf_4: 7
sky130_fd_sc_hd__nor3_1: 9
sky130_fd_sc_hd__a2bb2oi_1: 5
sky130_fd_sc_hd__a32oi_1: 7
sky130_fd_sc_hd__a21oi_1: 39
sky130_fd_sc_hd__clkdlybuf4s50_1: 179
sky130_fd_sc_hd__nand2_1: 46
sky130_fd_sc_hd__or2_2: 4
sky130_fd_sc_hd__o211ai_1: 14
sky130_fd_sc_hd__a221oi_1: 17
sky130_fd_sc_hd__a21o_1: 6
sky130_fd_sc_hd__nand4_1: 5
sky130_fd_sc_hd__o21ai_0: 28
sky130_fd_sc_hd__inv_1: 8
sky130_fd_sc_hd__and3_1: 6
sky130_fd_sc_hd__nand3_1: 20
sky130_fd_sc_hd__a22oi_1: 4
sky130_fd_sc_hd__nor2_1: 42
sky130_fd_sc_hd__nor2b_1: 7
sky130_fd_sc_hd__o21a_1: 4
sky130_fd_sc_hd__mux2i_1: 11
sky130_fd_sc_hd__o221ai_1: 4
sky130_fd_sc_hd__o21ai_1: 10
sky130_fd_sc_hd__a31oi_1: 22
==> power by group <==
part / internal (uW) / switching [uW] / leakage [uW]
Combinational: 87.3 / 65.6 / 0.00159
Sequential: 0 / 0 / 0
Clock: 0 / 0 / 0
Total: 87.3 / 65.6 / 0.00159
==> worst max-delay path, cell delays in order <==
cell                              delay (ps)
sky130_fd_sc_hd__clkdlybuf4s50_1         640
sky130_fd_sc_hd__o41ai_1                 530
sky130_fd_sc_hd__a32oi_1                 120
sky130_fd_sc_hd__buf_4                   230
sky130_fd_sc_hd__nor2_1                  620
sky130_fd_sc_hd__a211oi_1                260
sky130_fd_sc_hd__or4_1                   520
sky130_fd_sc_hd__a311o_1                 330
sky130_fd_sc_hd__nand4_1                 100
sky130_fd_sc_hd__clkdlybuf4s50_1         470
Power is estimated from default activity; no workload was simulated.
